File: design/flow/run.sh
#!/bin/bash
# OpenROAD 26Q1-2900-gdf79404cd8, Yosys 0.63+post, stock flow scripts
make -C /OpenROAD-flow-scripts/flow DESIGN_CONFIG=/design/flow/config.mk WORK_HOME=/design/flow/orfs finish
File: design/flow/config.mk
export PLATFORM = sky130hd
export DESIGN_NAME = top_alarma
export DESIGN_NICKNAME = top_alarma
export VERILOG_FILES = /design/flow/design.v
export SDC_FILE = /design/flow/constraint.sdc
export NUM_CORES = 4
export LEC_CHECK = 1
export CORE_AREA = 10 10 70 70
export DIE_AREA = 0 0 80 80
File: design/flow/constraint.sdc
current_design top_alarma

set clk_period 2.3
set clk_io_pct 0.2

create_clock -name clk0 -period $clk_period [get_ports {clock}]

set non_clock_inputs [all_inputs -no_clocks]
set_input_delay [expr $clk_period * $clk_io_pct] -clock clk0 $non_clock_inputs
set_output_delay [expr $clk_period * $clk_io_pct] -clock clk0 [all_outputs]
File: design/flow/design.v
module contador_basico (
    clock,areset_n,clear_n, count);
    input clock;
    input areset_n;
    input clear_n;
    output reg [4:0] count;
always @ (posedge clock or negedge areset_n)
    if (!areset_n) 
        begin
            count <= 5'b00000;
        end
    else
        if (clear_n)
            count <= count + 5'b1;
        else
            count <= 5'b00000;
endmodule
module top_alarma (
    clock,areset_n,intruso,inicio, sirena);
    input clock;
    input areset_n;
    input inicio;
    input intruso;
    output reg sirena;
    wire [4:0] count;
    wire resetear_count;  
    contador_basico contador_basico_inst (
        .clock(clock),
        .areset_n(areset_n),
        .clear_n(resetear_count),
        .count(count)
    );
    wire temporizador=  (count==5'b11101);  
    reg [2:0] fstate;
    parameter INICIAL=3'b000,ESPERA=3'b001,ACTIVADA=3'b010, INTRUSO=3'b011, AUN_INTRUSO=3'b100;
    always @ (posedge clock or negedge areset_n)
        if (!areset_n) 
                fstate <= INICIAL;
        else
            case (fstate)
                INICIAL: 
                    if (!inicio)
                        fstate <= INICIAL;
                    else
                        fstate <= ESPERA;
                ESPERA: 
                    if (!inicio)
                        fstate <= INICIAL;
                    else
                        if (temporizador)
                            fstate <= ACTIVADA;
                        else
                            fstate <= ESPERA;
                ACTIVADA: 
                    if (!inicio)
                        fstate <= INICIAL;
                    else
                        if (intruso)
                            fstate <= INTRUSO;
                        else
                            fstate <= ACTIVADA;
                INTRUSO: 
                    if (!inicio)
                        fstate <= INICIAL;
                    else
                        if (temporizador)
                            if (intruso)
                                fstate <= AUN_INTRUSO;
                            else
                                fstate <= ACTIVADA;
                        else
                            fstate <= INTRUSO;
                AUN_INTRUSO: 
                    if (!inicio)
                        fstate <= INICIAL;
                    else
                        if (intruso)
                            fstate <= AUN_INTRUSO;
                        else
                            fstate <= ACTIVADA;
                default:
                    fstate <= INICIAL;	
            endcase
always@(fstate or temporizador or intruso or inicio)
    case (fstate)
        INICIAL: 
            sirena <= 1'b0;
        ESPERA: 
            sirena <= 1'b0;
        ACTIVADA: 
            sirena <= intruso==1'b1 && inicio==1'b1;
        INTRUSO: 
            sirena <= 1'b1;
        AUN_INTRUSO: 
            sirena <= 1'b1;
        default:
            sirena <= 1'b0;
    endcase
assign resetear_count=(fstate==INICIAL || fstate==ACTIVADA)?1'b0:1'b1;
endmodule
==> job_summary.md <==
### Flow metrics

| Metric | Value |
|---|---|
| Outcome | `finished clean` |
| PD cells | `651.6 nW/µm²` |
| Vias in the first global route | `249` |
| Startpoint types | `primary input` |
| Hpwl dp | `551.5 µm` |
| First-pass GRT wire length | `1200 µm` |
| Residual DRC count | `0` |
| Syn Area/Cell | `11.07 µm²` |
| FILL cells | `384` |
| Final Max-Slew Violation Tally | `0` |
| R2R depth | `4` |
| Most frequent cells in the layout | `dfrtp_1, nor3_1, clkdlybuf4s50_1` |
| Worst clock skew | `0.006986 ns` |
| Flip-flops with a built-in enable | `0` |
| Slew headroom | `70.96%` |
| YS chip area | `431.7 µm²` |
| Final tally of hold violations | `0` |
| Worst vdd ir | `0.0002648 V` |
| Die X-Extent | `80 µm` |
| Crit path DAT | `1.69 ns` |
| # port buffers | `4` |
| Final wirelength | `703 µm` |
| Grt ovf | `0` |
| Sink Count | `10` |
| Area Overhead vs Synth | `29.86%` |
| Async SR Flop Fraction | `100.0%` |
| Fp util | `12.64%` |
| Leakage power | `0.2333 nW` |
| Yosys Instances | `39` |
| Routed length per instance | `7.641 µm` |
| Final core utilization | `16.41%` |
| Mapped Cells | `39` |
| Overall Global Routing Usage | `2.377%` |
| Seq. cell area | `251.5 µm²` |
| DR iter-0 viols | `14` |
| Clk Latency, worst-skew pair | `0.26 ns` |
| Core Rows | `21` |
| Synthesized cell area | `431.7 µm²` |
| Post-CTS sizing | `0` |
| Max cap viols | `0` |
| CTS Buf Count | `3` |
| Fmax | `464.2 MHz` |
| Max Fanout on Critical Path | `5` |
| Number of synthesized register bits | `10` |
| Initial antenna violation count | `0` |
| Chip area | `6400 µm²` |
| Gate Area | `167.7 µm²` |
| Primary FF master, synth | `dfrtp_1` |
| Final RePlAce weighted congestion | `0.7541` |
| Required time of the critical path | `1.84 ns` |
| Post-route ant nets | `0` |
| Fin crit share | `93.66%` |
| Most frequent logic cell in the layout | `dfrtp_1` |
| Layout cells sized above 1 | `10.87%` |
| Setup TNS | `0 ns` |
| Detailed Routing Iterations Pass 1 | `4` |
| Clock-pin slew on the worst setup and hold paths | `0.07 ns` |
| Hold buffers post-CTS | `0` |
| Log Warnings | `26` |
| Warnings from Yosys | `2` |
| Slew @ Worst Pin | `0.4342 ns` |
| Diode count | `0` |
| Crit end category | `output pin` |
| Cell Type Count | `19` |
| Die height | `80 µm` |
| Placed instance area | `524.3 µm²` |
| RR Startpoint | `contador_basico_inst.count[0]` |
| Postcts setup bufs | `0` |
| Clock root cell | `clkbuf_4` |
| Setup violators final | `0` |
| Vias after detailed routing | `287` |
| Placeable Area | `3416 µm²` |
| Max H-tree Level | `1` |
| Routed vias/inst | `3.120` |
| Reg2reg end | `fstate[1]` |
| # IOs | `5` |
| CTS tree | `done` |
| Largest net degree at the start of global routing | `11` |
| Post-synthesis sequential area ratio | `58.26%` |
| Critical path class | `in -> out` |
| Min Tclk post-route | `2.154 ns` |
| Design area | `560.5 µm²` |
| Worst min path class | `in -> async` |
| Place WS | `0.1206 ns` |
| Worst setup margin | `0.1458 ns` |
| Clock Path Buffers | `2` |
| RSZ-0062 raised after global routing | `no` |
| R2r setup slk | `1.17 ns` |
## registers in the layout, indices dropped and copies added, names as in the netlist
name	cells
contador_basico_inst.count	5
fstate	5
## logic make-up (layout without fill, tap and decap cells)
| family | count (synthesis) | count (layout) | share of synthesized area, % |
|---|---|---|---|
| AOI/OAI and AO/OA | 7 | 7 | 10.43 |
| xor gates and xnor gates | 3 | 3 | 6.088 |
| adders and majority gates | 2 | 2 | 5.796 |
| buffers and inverters | 3 | 10 | 2.898 |
| DFF | 10 | 10 | 58.26 |
| and+or+nand+nor | 14 | 14 | 16.52 |
## report_power, final
part / total, mW / switching [mW] / internal (mW)
Combinational: 0.0211 / 0.0106 / 0.0105
Clock: 0.155 / 0.0588 / 0.0960
Sequential: 0.189 / 0.00622 / 0.183
## cell type report
class                           instances  share of cell area [%]
Timing Repair Buffer                    4                   7.143
Inverter                                2                   1.339
Clock buffer                            4                   6.473
Multi-Input combinational cell         26                   29.91
Sequential cell                        10                   44.87
Tap cell                               46                   10.27
## worst max-delay path by stage
stage	from	depth (start not counted)	endpoint	slack (ns)
after CTS	intruso	3	sirena	0.13
after global routing	intruso	3	sirena	0.09
final	intruso	3	sirena	0.15
## routing by layer
metal	vias to the layer above	track usage, %	routed length, µm
li1	152	-	-
met5	-	0	0
met4	0	0.1761	0
met2	7	2.970	288
met3	0	2.045	70
met1	128	3.112	345
## Yosys cell counts, types with 2 or more instances
| cell type | n | area share [%] |
|---|---|---|
| nor3_1 | 5 | 5.8 |
| xor2_1 | 2 | 4.1 |
| inv_1 | 2 | 1.7 |
| nor2_1 | 3 | 2.6 |
| nand3_1 | 2 | 2.3 |
| a21oi_1 | 3 | 3.5 |
| dfrtp_1 | 9 | 52 |
| ha_1 | 2 | 5.8 |
## critical path: stages
cell and delay (ns):
clkdlybuf4s50_1 0.46, a311o_1 0.37, clkdlybuf4s50_1 0.40
## stage by stage
step | hold slack (ns) | instances | power, mW
after floorplan | 0.1644 | 39 | 0.2016
after global placement | 0.4861 | 88 | 0.2133
after detailed placement | 0.4951 | 88 | 0.2141
after CTS | 0.5035 | 92 | 0.3720
after global routing | 0.5216 | 92 | 0.3915
final | 0.4994 | 92 | 0.3652
Power is estimated from default activity; no workload was simulated.
