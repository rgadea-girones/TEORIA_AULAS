==> flow/config.mk <==
export PLATFORM = sky130hd
export DESIGN_NAME = solucion_moore_2024
export DESIGN_NICKNAME = solucion_moore_2024
export VERILOG_FILES = /design/flow/design.v
export SDC_FILE = /design/flow/constraint.sdc
export NUM_CORES = 4
export LEC_CHECK = 1
export CORE_AREA = 10 10 70 70
export DIE_AREA = 0 0 80 80
==> flow/constraint.sdc <==
current_design solucion_moore_2024

set clk_period 2.7
set clk_io_pct 0.2

create_clock -name clk0 -period $clk_period [get_ports {clock}]

set non_clock_inputs [all_inputs -no_clocks]
set_input_delay [expr $clk_period * $clk_io_pct] -clock clk0 $non_clock_inputs
set_output_delay [expr $clk_period * $clk_io_pct] -clock clk0 [all_outputs]
==> flow/design.v <==
module solucion_moore_2024 (
    clock,areset_n,Key2,Key1, count);
    input clock;
    input areset_n;
    input Key2;
    input Key1;
    output reg [3:0] count;
    reg enable,updown;  
    always @(posedge clock or negedge areset_n)
        if (!areset_n) 
            begin
                count<=4'b0000;
            end
        else 
            if (enable)
                if(updown)
                    count<=count+4'b1;
                else
                    count<=count-4'b1;
    reg [1:0] fstate;
    parameter IDLE=2'b00,SUBIR=2'b01,BAJAR=2'b10,REPOSO=2'b11;
    always @(posedge clock or negedge areset_n)
        if (!areset_n) 
            begin
                fstate <= IDLE;
            end
        else 
            case (fstate)
                IDLE: 
                    if ((Key2 ^ Key1))
                        if (Key2)
                            if (count==4'b0000)
                                fstate<=IDLE;
                            else
                                fstate<=BAJAR;
                        else
                            if (count==4'b1111)
                                fstate<=IDLE;
                            else
                                fstate<=SUBIR;  
                SUBIR: 
                    begin
                        fstate<=REPOSO;  
                    end
                BAJAR: 
                    begin
                        fstate<=REPOSO;  
                    end
                REPOSO: 
                    if (Key2==1'b1 && Key1==1'b1)
                        fstate <= IDLE;                
                default:
                    fstate <= IDLE;    
            endcase
always@(fstate)
    begin
        case(fstate)
            SUBIR: begin enable=1'b1;updown=1'b1; end
            BAJAR: begin enable=1'b1;updown=1'b0; end
            default: begin enable=1'b0;updown=1'b0; end
        endcase
    end
endmodule  
==> flow/run.sh <==
#!/bin/bash
# OpenROAD 26Q1-2900-gdf79404cd8, Yosys 0.63+post, stock flow scripts
make -C /OpenROAD-flow-scripts/flow DESIGN_CONFIG=/design/flow/config.mk WORK_HOME=/design/flow/orfs finish
==> impl_metrics.csv <==
group,metric,value,unit
run_status,status,"complete, no violations",
setup_path,cp.depth,1,
power,combPwrFrac,39.4,%
power,p_leak,0.227,nW
logic_synthesis,synth_area,422,um^2
power,p_total,0.538,mW
final_timing,worst_slack,916,ps
detailed_routing,dr.pass1.iters,4,
grt,grt_max_degree,9,
power,netSwitchingPower,0.181,mW
logic_synthesis,yosys_warnings,1,
final_timing,setup_viol,0,
layout,final_core_util,16.8,%
die,die_area,6400,um^2
detailed_routing,wl_per_cell,8.85,um
cts,cts_resized,0,
logic_synthesis,ys_area,422,um^2
final_timing,period_used_share,66.1,%
cts,clock.latency.late_pin,250,ps
die,die_w,80,um
final_timing,tns,0,ps
power,powerDensity,935,nW/um^2
grt,first_global_vias,311,
final_timing,finalCriticalPeriod,1780,ps
hold_path,hold_class,"reg2reg",
final_timing,slew-limit-headroom,75.4,%
grt,track_usage,2.61,%
logic_synthesis,yosysUniqueCellTypes,22,
layout,drive_above_1_share,14.9,%
logic_synthesis,ys.flops,8,
cts,numClockSinks,8,
final_timing,worst_pin_slew,368,ps
hold_path,min_path_cells,1,
power,ir_worst_vdd,0.445,mV
detailed_routing,postRouteAntennaNets,0,
grt,overflow,0,
cts,root_buffer,"clkbuf_4",
flow_run,warning_count,25,
flow_run,maxCapViolations,0,
logic_synthesis,syn_avg_cell_area,11.7,um^2
logic_synthesis,ys_cells,36,
cts,cts_buffer_depth,2,
cts,post_cts_buffers,0,
layout,final_cells,93,
final_timing,rsz0062_at_grt,"no",
setup_path,slowest_stage,"clkdlybuf4s50_1",
final_timing,fmax,0.561,GHz
cts,cts_buffers,3,
die,core-area,3420,um^2
power,swShare,33.6,%
hold_path,hold_end,"fstate[0]",
detailed_routing,avgViaCountPerCell,3.24,
logic_synthesis,largest_area_cell,"dfrtp_1",
hold_path,hold_start,"fstate[3]",
grt,grt_pass1_wl,1.37,mm
logic_synthesis,yosysMostFrequentCell,"dfrtp_1",
logic_synthesis,ys_seq_share,47.8,%
layout,areaGrowthSynthToFinish,36.5,%
detailed_routing,routed_wl,823,um
power,p_seq_share,42.7,%
detailed_routing,vias,301,
setup_path,start_kind,"register",
setup_path,required,2160,ps
setup_path,cp.arrival,1240,ps
setup_path,endpoint_kind,"primary output",
logic_synthesis,edf_count,0,
setup_path,criticalPathCategory,"reg2out",
placed_design,gp_congestion,0.744,
placed_design,dp_cells,89,
power,clock_power_share,17.9,%
cts,htree_num_levels,1,
setup_path,r2r_start,"fstate[2]",
logic_synthesis,ys_async_sr_fraction,100,%
cts,clk_pin_slew,60,ps
detailed_routing,drc,0,
placed_design,io_buffers,7,
cts,cts_tree,"done",
final_timing,drv_slew,0,
logic_synthesis,synthTopCellsByArea,"dfrtp_1 (42%), ha_1 (8.9%), dfstp_2 (6.2%)",
cts,cts_hold_buf,0,
die,die_h,80,um
detailed_routing,diodes,0,
die,ios,8,
logic_synthesis,top_area_share,41.5,%
detailed_routing,drtIter0Drc,5,
setup_path,reg2regPathDepth,5,
logic_synthesis,ys_top_cells_by_count,"dfrtp_1 (7), ha_1 (3), nand2b_1 (3)",
logic_synthesis,synth_top_flop_cell,"dfrtp_1",
grt,antenna_found_initial,0,
final_timing,hold_viol_final,0,
setup_path,cpLargestDelayFamily,"buffers and inverters",
setup_path,cp_slowest_stage_delay,520,ps
setup_path,worst-path-buf-inv,1,
die,num_rows,21,
placed_design,dp_hpwl,665,um
placed_design,pre_cts_ws,1030,ps
die,initial_core_util,12.3,%
final_timing,skew,4.34,ps
setup_path,worst-path-max-fanout,6,
setup_path,cp_cell_sequence,"clkdlybuf4s50_1",
setup_path,rr_endpoint,"count[3]",
logic_synthesis,syn_inst,36,
power,power.internal,0.357,mW
setup_path,rrSetupSlack,1290,ps
==> state kept, by name, indices dropped and copies added, names as in the netlist <==
name    count
count       4
fstate      4
==> area by class of cell <==
class                      count  area, um^2
inverter                       2        7.51
multi-input combinational     26         213
tap                           46        57.6
fill                         398        2840
timing repair buffer           7        70.1
clock buffer                   4        26.3
sequential                     8         201
==> metal layers <==
metal,up-vias,part of all wire (%),track usage [%]
li1,155,-,-
met5,-,0,0
met1,140,50,3.26
met2,4,45,4.01
met4,0,1.7,1.06
met3,2,2.7,0.909
==> worst max-delay path by stage <==
| stage | slack (ps) | start | to |
|---|---|---|---|
| 4_1_cts | 880 | count[0] | count[0] |
| 5_1_grt | 860 | count[0] | count[0] |
| 6_report | 920 | count[0] | count[0] |
==> kinds of logic (layout without fill, tap and decap cells) <==
kind of cell	count (synthesis)	count (layout)	synth area share (%)
xor+xnor	2	2	4.16
compound gates	8	8	13.9
fa+ha+maj	4	4	13.7
simple gates	11	11	16.0
flops	8	8	47.8
buf+inv	2	13	1.78
mux	1	1	2.67
==> placed cells by master, fill, tap and decap left out, types with 2 or more instances in the layout <==
cell,netlist,layout
nand3_1,2,2
clkbuf_4,0,3
ha_1,3,3
xnor2_1,2,2
clkdlybuf4s50_1,0,7
o21ai_0,2,2
nand2b_1,3,3
dfrtp_1,7,7
inv_1,2,2
==> power by group through the flow <==
stage     clock network [mW]  logic [mW]  registers, mW
4_1_cts                0.102       0.218          0.231
6_report              0.0965       0.212          0.230
5_1_grt                0.109       0.245          0.238
==> through the flow <==
stage | hold slack (ps) | instance area, um^2
3_5_place_dp | 498 | 549
2_1_floorplan | 244 | 422
5_1_grt | 556 | 576
3_3_place_gp | 499 | 549
4_1_cts | 526 | 576
6_report | 523 | 576
No activity file was given, so power comes from the tool's default toggle rates.
